### flow/design.v
module display_16bto4h_e #(parameter FREQ = 10**5/2) 
                        (input CLK, 
                         input e,  
                         input [15:0] x,  
                         output reg [11:0] DISP);  
    integer sel = 0;  
    reg[3:0] posb = 4'b1111;  
    reg[3:0] digit = 4'b0000;  
    reg dp = 1'b1;  
    integer counter = 0; 
    always @(posedge CLK) begin
        if (e) begin
            if (counter == FREQ)begin
                if (sel == 3) 
                    sel <= 0;
                else
                    sel <= sel + 1;
                counter <= 0;  
            end else
                counter <= counter + 1;
        end else
            counter <= 0;
    end
    always @(posedge CLK) begin
        case (sel)
            0: posb <= 4'b1110;
            1: posb <= 4'b1101;
            2: posb <= 4'b1011;
            3: posb <= 4'b0111;
            default: posb <= 4'b1111;
        endcase
    end
    always @(posedge CLK) begin
        digit[0] <= x[sel*4];
        digit[1] <= x[sel*4 + 1];
        digit[2] <= x[sel*4 + 2];
        digit[3] <= x[sel*4 + 3];
    end
    function [6:0] btohDISP; 
        input[3:0] digit;
        case (digit)
            4'h0:    btohDISP = 7'b0000001;
            4'h1:    btohDISP = 7'b1001111;
            4'h2:    btohDISP = 7'b0010010;
            4'h3:    btohDISP = 7'b0000110;
            4'h4:    btohDISP = 7'b1001100;
            4'h5:    btohDISP = 7'b0100100;
            4'h6:    btohDISP = 7'b0100000;
            4'h7:    btohDISP = 7'b0001111;
            4'h8:    btohDISP = 7'b0000000;
            4'h9:    btohDISP = 7'b0000100;
            4'ha:    btohDISP = 7'b0001000;
            4'hb:    btohDISP = 7'b1100000;
            4'hc:    btohDISP = 7'b0110001;
            4'hd:    btohDISP = 7'b1000010;
            4'he:    btohDISP = 7'b0110000;
            4'hf:    btohDISP = 7'b0111000;
            default: btohDISP = 7'b1111111;
        endcase
    endfunction
    always @(posedge CLK) begin
        if (e && counter == FREQ)
            DISP <= {posb, btohDISP(digit), dp};
    end
endmodule
### flow/run.sh
#!/bin/bash
# OpenROAD 26Q1-2900-gdf79404cd8, Yosys 0.63+post, stock flow scripts
make -C /OpenROAD-flow-scripts/flow DESIGN_CONFIG=/design/flow/config.mk WORK_HOME=/design/flow/orfs finish
### flow/config.mk
export PLATFORM = sky130hd
export DESIGN_NAME = display_16bto4h_e
export DESIGN_NICKNAME = display_16bto4h_e
export VERILOG_FILES = /design/flow/design.v
export SDC_FILE = /design/flow/constraint.sdc
export NUM_CORES = 4
export LEC_CHECK = 1
export CORE_UTILIZATION = 30
### flow/constraint.sdc
current_design display_16bto4h_e

set clk_period 4.6
set clk_io_pct 0.2

create_clock -name clk0 -period $clk_period [get_ports {CLK}]

set non_clock_inputs [all_inputs -no_clocks]
set_input_delay [expr $clk_period * $clk_io_pct] -clock clk0 $non_clock_inputs
set_output_delay [expr $clk_period * $clk_io_pct] -clock clk0 [all_outputs]
==> flow_metrics.env <==
# flow metrics
export IMPL_synth_stat_cells=391
export IMPL_powerDensity_nw_per_um2=307.1
export IMPL_cell_count_after_synthesis=391
export IMPL_dominantRegCellSynth="edfxtp_1"
export IMPL_tritoncts_num_buffers=9
export IMPL_yosys_cell_count_top_type="edfxtp_1"
export IMPL_crit_path_end_kind="flop"
export IMPL_design_core_area_um2=13450
export IMPL_clkLatencyLatePin_ps=330
export IMPL_maximum_cell_stage_delay_along_the_critical_path_ps=660
export IMPL_layout_min_cycle_time_ps=2582
export IMPL_layout_cells_non_filler=596
export IMPL_globalRouteTotalUtil=0.1149
export IMPL_edf_count=43
export IMPL_vdd_ir_drop_max_uv=234.7
export IMPL_drt_iter0_markers=137
export IMPL_clockPowerShare=0.449
export IMPL_topCellsByArea="edfxtp_1 31%, dfxtp_1 19%, xnor2_1 4.8%"
export IMPL_synth_cell_type_count=49
export IMPL_p_comb_frac=0.031
export IMPL_grt_pass1_wl_um=13290
export IMPL_synth_largest_type_area_fraction=0.3067
export IMPL_antennaDiodeCount=0
export IMPL_postRouteAntennaNets=0
export IMPL_tightest_slew_ps=744.2
export IMPL_ys_area_um2=4210
export IMPL_clkSlewWorstSetupHoldPaths_ps=50
export IMPL_worst_setup_path_start_kind="flop"
export IMPL_synth_top_cell_by_area="edfxtp_1"
export IMPL_place_detailed_instances=580
export IMPL_seqPwrFrac=0.519
export IMPL_antenna_found_initial=0
export IMPL_syn_area_um2=4210
export IMPL_worst_clock_skew_ps=4.573
export IMPL_period_used=0.5613
export IMPL_power_internal_mw=1.225
export IMPL_cts_hold_buffers=0
export IMPL_netlist_top_cells_count="43 x edfxtp_1, 40 x dfxtp_1, 26 x nand4_1"
export IMPL_drive_above_1_share=0.08810
export IMPL_design_power_total_mw=1.510
export IMPL_cpMaxStageDelayCell="or4b_2"
export IMPL_io_pin_count=30
export IMPL_worst_ep_arrival_ps=2590
export IMPL_route_detailed_vias_per_inst=5.010
export IMPL_fp_utilization=0.3130
export IMPL_slew_headroom=0.5022
export IMPL_cp_required_ps=4610
export IMPL_hold_violation_count_in_the_final_report=0
export IMPL_async_reset_ff_frac=0
export IMPL_crit_type="flop to flop"
export IMPL_power_static_leakage_nw=1.684
export IMPL_htree_levels=3
export IMPL_swShare=0.1885
export IMPL_yosys_stat_seqShare=0.4969
export IMPL_tritoncts="yes"
export IMPL_dieHeight_um=120.5
export IMPL_detailroute_via_count=2986
export IMPL_status="finished clean"
export IMPL_worst_min_delay_path_class="flop to flop"
export IMPL_total_length_of_routed_wires_um=7543
export IMPL_clk_root_buffer_cell="clkbuf_16"
export IMPL_drc_violations_left=0
export IMPL_syn_avg_cell_area_um2=10.77
export IMPL_switchingPower_uw=284.6
export IMPL_fin_tns_setup_ps=0
export IMPL_numClockSinks=83
export IMPL_die_width_um=120.5
export IMPL_fp_dieArea_um2=14510
export IMPL_finalSetupViolations=0
export IMPL_dp_hpwl_um=5341
export IMPL_rsz_0062_raised_after_global_routing="no"
export IMPL_post_route_cell_area_um2=4916
export IMPL_number_of_synthesized_register_bits=83
export IMPL_globalRoute_totalOverflow=0
export IMPL_openroad_warnings=34
export IMPL_max_freq_ghz=0.3873
export IMPL_critPathMaxFanout=22
export IMPL_cts_post_setup_buffers_inserted=0
export IMPL_critPathTopFamily="simple AND/OR/NAND/NOR gates"
export IMPL_flow_area_growth_from_synthesis_pct=16.76
export IMPL_cts_buffer_depth=2
export IMPL_grt_max_degree=23
export IMPL_globalplace_congestion=0.8072
export IMPL_grt_pass1_vias=2868
export IMPL_report_final_slew_viol_count=0
export IMPL_postPlaceCellArea_um2=4636
export IMPL_dr_pass1_iters=4
export IMPL_wire_per_inst_um=12.66
export IMPL_number_of_warnings_issued_by_yosys=1
export IMPL_post_cts_resized=0
export IMPL_drv_max_cap_violation_count=0
export IMPL_crit_chain="or4b_2 > nor4_1 > and2_2 > buf_4"
export IMPL_io_buffer_count=28
export IMPL_path_buffers=1
export IMPL_rows=42
## cell families after synthesis
family                   share of synthesized area
AND/OR/NAND/NOR                             0.2386
flip-flops                                  0.4969
AND-OR/OR-AND                              0.06776
XOR/XNOR                                   0.08737
buffers and inverters                      0.03150
adder cells (fa/ha/maj)                    0.03566
multiplexers                               0.04131
other                                    0.0008907
## power by group through the flow
stage         Clock [mW]  Combinational, mW  Sequential (mW)
CTS                0.698             0.0485            0.784
global route       0.728             0.0537            0.785
finish             0.678             0.0475            0.784
## layout by cell type (no fill, tap or decap), drive strengths merged, types with 2 or more instances in the layout
master / count
a21oi: 19
and2: 8
and3: 3
and4: 8
buf: 3
clkbuf: 13
clkdlybuf4s50: 28
clkinv: 2
dfxtp: 40
edfxtp: 43
ha: 12
inv: 9
mux2i: 5
mux4: 5
nand2: 22
nand3: 23
nand3b: 2
nand4: 28
nand4b: 2
nor2: 25
nor3: 8
nor4: 16
nor4b: 2
o21ai: 11
o31ai: 9
or3: 9
or4: 11
xnor2: 23
xor2: 19
## layer usage
metal,global-route usage,vias up,share of wire
li1,-,1524,-
met1,0.1654,1409,0.47
met2,0.1875,46,0.48
met3,0.02697,7,0.037
met4,0.01389,0,0.013
met5,0,-,0
## metrics by stage
| step | setup WS (ps) | hold WS, ps | util |
|---|---|---|---|
| 3_3_place_gp | 1919 | 388.6 | 0.3446 |
| 5_1_grt | 1855 | 409.4 | 0.3654 |
| 2_1_floorplan | 1844 | 385.5 | - |
| 6_report | 2018 | 401.5 | 0.3654 |
| 4_1_cts | 1997 | 401.6 | 0.3654 |
| 3_5_place_dp | 1902 | 388.7 | 0.3446 |
## state kept, by name (all words and copies together) (netlist names)
signal,cells
DISP,11
counter,32
digit,4
posb,4
sel,32
## layout make-up
cell class                      instances  area, µm²
Fill cell                            1339       8537
Multi-Input combinational cell        281       1987
Clock inverter                          3      40.04
Tap cell                              176      220.2
Inverter                                9      33.78
Sequential cell                        83       2092
Clock buffer                           13      240.2
Timing Repair Buffer                   31      302.8
## final timing paths
kind / startpoint / to / slack, ps / cells past startpoint
worst max-delay path: counter[4] / DISP[10] / 2020 / 4
worst min-delay path: posb[2] / DISP[10] / 400 / 0
worst max register to register: counter[4] / DISP[10] / 2020 / 4
worst min register to register: posb[2] / DISP[10] / 400 / 0
## worst reg2reg max path: cells and delay by family, from the launching register on
family	cells	cell delay, ps
and+or+nand+nor	3	1450
DFF	1	410
buffers and inverters	1	390
No activity file was given, so power comes from the tool's default toggle rates.
