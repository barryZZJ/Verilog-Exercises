<file path="flow/design.v">
module voter11(input [10:0] vote,
               output reg pass);
    integer i;
    reg [3:0] sum;
    always @(vote) begin
        sum = 0;
        for (i = 0; i<=10; i=i+1) begin
            if(vote[i]) sum = sum + 1;
        end
        if (sum>=6) pass = 1'b1;
        else pass = 1'b0;
    end
endmodule
</file>
<file path="flow/run.sh">
#!/bin/bash
# OpenROAD 26Q1-2900-gdf79404cd8, Yosys 0.63+post, stock flow scripts
make -C /OpenROAD-flow-scripts/flow DESIGN_CONFIG=/design/flow/config.mk WORK_HOME=/design/flow/orfs finish
</file>
<file path="flow/config.mk">
export PLATFORM = sky130hd
export DESIGN_NAME = voter11
export DESIGN_NICKNAME = voter11
export VERILOG_FILES = /design/flow/design.v
export SDC_FILE = /design/flow/constraint.sdc
export NUM_CORES = 4
export LEC_CHECK = 1
export CORE_AREA = 10 10 70 70
export DIE_AREA = 0 0 80 80
</file>
<file path="flow/constraint.sdc">
current_design voter11

set clk_period 5.8
set clk_io_pct 0.2

create_clock -name clk0 -period $clk_period

set non_clock_inputs [all_inputs -no_clocks]
set_input_delay [expr $clk_period * $clk_io_pct] -clock clk0 $non_clock_inputs
set_output_delay [expr $clk_period * $clk_io_pct] -clock clk0 [all_outputs]
</file>
==> run summary <==
On the backend side, the flow ran end to end.

Static timing analysis puts the maximum clock frequency at 146 MHz. The script parses the final routing iteration and logs DRC violations as 0. The share of the synthesized area in the top cell type stands at 12.1%.

The number of input and output port buffers inserted stands at 12. The initial core utilization stands at 34.0%. The worst-case IR drop observed on VDD is 0.000103 V. The maximum single-stage delay on the critical path stands at 0.36 ns.

Sequential cells were found to cover 0% of the synthesized design area. Hold repair after CTS inserted 0 buffers. The final number of hold-violating endpoints stands at 0. For the worst min-delay path, the startpoint reported by OpenROAD is vote[10].

The count of standard-cell rows stands at 21. The die boundary height stands at 80 um. Per the run report, area growth between synthesis and finish was 82.2%.

The number of warnings the tools reported stands at 38. The worst hold path belongs to the class input port to output port. The final setup violation count stands at 1.

The total power stands at 0.000555 W. Setup repair after global routing could not meet its margin everywhere. The most critical setup path has its startpoint at vote[1]. In the synthesized netlist, the number of instances is 158.

After synthesis, the cell types taking the most area are sky130_fd_sc_hd__xnor2_1 12%, sky130_fd_sc_hd__ha_1 12%, sky130_fd_sc_hd__xor2_1 6.0%. The die covers 6400 um2. The worst slew slack as a fraction of its limit stands at 70.3%. The mean instance size in the synthesized netlist stands at 7.34 um2. The number of antenna violations at the first check in global routing stands at 0. The final clock period utilization by the worst path stands at 118%.

The area taken by sequential standard cells is reported as 0 um2. Pin placement for this block handled 12 I/O pins. The average detailed-routed wire length per instance stands at 13.8 um. The pre-antenna-repair detailed-routing pass consisted of 4 iterations. According to the timing report, the arrival time at the worst endpoint equals 5.68 ns. The aggregate global routing overflow stands at 0. The synthesized netlist occupies a cell area of 1160 um2.

The total of clock buffers placed in the layout stands at 0. The number of standard cells reported by yosys stands at 158. The routed design ends up with an antenna cell count of 0.

The final route contains 1,463 vias. The maximum net fanout on the critical path stands at 4. In the final report, the number of pins over their slew limit comes to 0. Warnings reported by Yosys during synthesis add up to 1. Measured along the x axis, the die boundary spans 80 um. The number of global-route vias before repair stands at 1,480. The placeable core region stands at 3420 um2. STA classifies the critical path endpoint as an output port. The synthesis area per yosys stands at 1160 um2. The checks that failed: setup timing.

The sum of buffers and inverters on the critical path stands at 5. The routed design could run at a clock period as short as 6.84 ns. Detailed placement ended at an HPWL of 2480 um.

For reference, the most critical setup path is categorized as input port to output port. The required time at the endpoint of the critical path stands at 4.64 ns. STA classifies the critical path startpoint as an input port. The leakage power stands at 0.911 nW. The violation tally recorded at the end of detailed-routing iteration 0 is 85. The final core utilization stands at 61.9%. The flow ran to the end, but the final reports show violations. Among all cell types in the netlist, the one instantiated most often is sky130_fd_sc_hd__xnor2_1. The largest total area in the synthesized netlist belongs to sky130_fd_sc_hd__xnor2_1. Hold is met by 3.11 ns. The count of unique library cells instantiated by Yosys stands at 53.

The average via count per standard cell stands at 5.10. Cells with a size suffix above 1 make up 50.2% of the layout. The placer's final routability congestion estimate stands at 0.940. Nets still carrying antenna violations after routing amount to 0.

The setup slack of the critical path after layout stands at -1.04 ns. Power spread over the standard cell area amounts to 263 nW/um2. There are 0 flip-flops and latches.

The pin closest to its max-slew limit shows a slew of 0.441 ns. The first global-routing pass estimated 6470 um of wire. For this run, the total global-route usage over all layers was measured as 11.8%.

The run reported a max-capacitance violation count of 0. Looking at the critical path, the single cell with the biggest stage delay is sky130_fd_sc_hd__ha_1. The detailed router reported a total wirelength of 3950 um.

The pin count of the biggest net entering global routing stands at 14. The kind of cell with the highest combined delay along the critical path is adder cells. For reference, the top cells by count after synthesis are 16 x sky130_fd_sc_hd__xnor2_1, 14 x sky130_fd_sc_hd__nand2_1, 12 x sky130_fd_sc_hd__nor2_1, 11 x sky130_fd_sc_hd__ha_1, 9 x sky130_fd_sc_hd__inv_1.
-- worst min-delay path, stage by stage --
cell                              delay [ns]
sky130_fd_sc_hd__clkdlybuf4s50_1        0.51
sky130_fd_sc_hd__a311o_1                0.19
sky130_fd_sc_hd__buf_2                  0.09
-- what timing repair did --
item                                    4_1_cts  5_1_grt
endpoints found under the setup margin        1        1
pin swaps                                    32       24
buffers inserted                             31        3
resized                                      26       23
-- cell type report --
type / count / area, um2
timing repair buffer: 91 / 728
multi-input combinational: 140 / 1270
inverter: 10 / 55.1
tap: 46 / 57.6
fill: 268 / 1300
-- power by group --
part	total (W)	internal (W)	switching (W)
sequential	0	0	0
combinational	0.000555	0.000320	0.000235
clock	0	0	0
total	0.000555	0.000320	0.000235
-- final timing paths --
kind | end | slack [ns] | cells past startpoint
setup / recovery | pass | -1.04 | 27
hold / removal | pass | 3.11 | 3
-- metal layers --
layer,track usage [%],share of wire [%]
met1,15.2,47
met5,0,0
met4,1.06,1.4
met3,1.02,3.1
met2,21.3,48
-- cells in the final DEF (no fill, tap or decap), types with 4 or more instances in the layout --
master / n
sky130_fd_sc_hd__buf_4: 77
sky130_fd_sc_hd__xnor2_1: 14
sky130_fd_sc_hd__nor2_1: 12
sky130_fd_sc_hd__nand2_1: 12
sky130_fd_sc_hd__inv_1: 7
sky130_fd_sc_hd__xor2_1: 7
sky130_fd_sc_hd__nand3_1: 7
sky130_fd_sc_hd__ha_1: 7
sky130_fd_sc_hd__clkdlybuf4s50_1: 7
sky130_fd_sc_hd__a21oi_1: 4
sky130_fd_sc_hd__nand2b_1: 4
-- kinds of logic after synthesis --
family / after synthesis / share of synthesized area [%]
xor gates and xnor gates: 27 / 25.2
and+or+nand+nor: 60 / 27.1
muxes: 3 / 2.59
adders and majority gates: 11 / 11.9
buffers and inverters: 18 / 7.12
AOI/OAI and AO/OA: 39 / 26.1
-- through the flow --
stage	setup TNS, ns	cell area [um2]	worst slack, ns	cells
after floorplan	-0.687	1200	-0.687	158
after global placement	-1.79	1700	-1.79	256
after detailed placement	-1.86	1700	-1.86	256
after CTS	-0.976	1970	-0.976	285
after global routing	-1.24	2110	-1.24	287
final	-1.04	2110	-1.04	287
Power figures rest on the tool's default switching activity, not on a simulated workload.
