$ cat flow/run.sh
#!/bin/bash
# OpenROAD 26Q1-2900-gdf79404cd8, Yosys 0.63+post, stock flow scripts
make -C /OpenROAD-flow-scripts/flow DESIGN_CONFIG=/design/flow/config.mk WORK_HOME=/design/flow/orfs finish
$ cat flow/config.mk
export PLATFORM = sky130hd
export DESIGN_NAME = top_v2
export DESIGN_NICKNAME = top_v2
export VERILOG_FILES = /design/flow/design.v
export SDC_FILE = /design/flow/constraint.sdc
export NUM_CORES = 4
export LEC_CHECK = 1
export CORE_UTILIZATION = 40
$ cat flow/constraint.sdc
current_design top_v2

set clk_period 4.1
set clk_io_pct 0.2

create_clock -name clk0 -period $clk_period [get_ports {CLK}]

set non_clock_inputs [all_inputs -no_clocks]
set_input_delay [expr $clk_period * $clk_io_pct] -clock clk0 $non_clock_inputs
set_output_delay [expr $clk_period * $clk_io_pct] -clock clk0 [all_outputs]
$ cat flow/design.v
module display_16bto4h #(parameter FREQ = 10**5/2) 
                        (input CLK, 
                         input [15:0] x,  
                         input [3:0] neg,  
                         output reg[11:0] DISP);  
    reg[1:0] sel = 0;  
    reg[3:0] posb;  
    reg[3:0] digit;  
    reg dp;  
    integer counter = 0; 
    always @(posedge CLK) begin
        if (counter == FREQ)begin
            if (sel == 3)
                sel <= 0;
            else
                sel <= sel + 1;
            counter <= 0;  
        end else
            counter <= counter + 1;
    end
    always @(sel) begin
        case (sel)
            0: posb = 4'b1110;
            1: posb = 4'b1101;
            2: posb = 4'b1011;
            3: posb = 4'b0111;
            default: posb = 4'b0;
        endcase
    end
    always @(sel) begin
        digit[0] = x[sel*4];
        digit[1] = x[sel*4 + 1];
        digit[2] = x[sel*4 + 2];
        digit[3] = x[sel*4 + 3];
        dp = ~neg[sel];
    end
    function [6:0] btohDISP; 
        input[3:0] digit;
        case (digit)
            4'h0:    btohDISP = 7'b0000001;
            4'h1:    btohDISP = 7'b1001111;
            4'h2:    btohDISP = 7'b0010010;
            4'h3:    btohDISP = 7'b0000110;
            4'h4:    btohDISP = 7'b1001100;
            4'h5:    btohDISP = 7'b0100100;
            4'h6:    btohDISP = 7'b0100000;
            4'h7:    btohDISP = 7'b0001111;
            4'h8:    btohDISP = 7'b0000000;
            4'h9:    btohDISP = 7'b0000100;
            4'ha:    btohDISP = 7'b0001000;
            4'hb:    btohDISP = 7'b1100000;
            4'hc:    btohDISP = 7'b0110001;
            4'hd:    btohDISP = 7'b1000010;
            4'he:    btohDISP = 7'b0110000;
            4'hf:    btohDISP = 7'b0111000;
            default: btohDISP = 7'b1111111;
        endcase
    endfunction
    always @(posedge CLK) begin
        if (counter == FREQ)begin
            DISP <= {posb, btohDISP(digit), dp};
        end
    end
endmodule
module full_adder(input cin,
                  input x,
                  input y,
                  output s,
                  output cout);
    assign {cout,s} = x + y + cin;
endmodule
module full_adder_32_v2(input cin,
                        input[31:0] x,
                        input[31:0] y,
                        output[31:0] s,
                        output cout,  
                        output o);  
    wire [32:0] c;
    assign c[0] = cin;
    assign cout = c[32]; 
    assign o = 1'b0;  
    genvar i;
    generate
        for(i=0; i<=31; i=i+1) begin:stage
            full_adder u_fadder(.cin(c[i]), .x(x[i]), .y(y[i]), .s(s[i]), .cout(c[i+1]));
        end
    endgenerate
endmodule
module full_subtractor_32_v2(input[31:0] x,
                             input[31:0] y,
                             output[31:0] s,
                             output cout,  
                             output o);  
    wire [32:0] c;
    assign c[0] = 1;
    assign cout = 1'b0;  
    assign o = x[31] & y[31] & ~s[31] + ~x[31] & ~y[31] & s[31];  
    genvar i;
    generate
        for (i = 0; i<=31; i=i+1) begin: stage
            full_adder u_subtractor(.cin(c[i]),
                                    .x(x[i]),
                                    .y(~y[i]),
                                    .s(s[i]),
                                    .cout(c[i+1])
                                    );
        end
    endgenerate
endmodule
module top_v2 #(parameter INTERVAL = 10**5/2)
               (input CLK,
                input[3:0] a,                  
                input[3:0] b,                  
                input add_sub_signal,          
                output[11:0] DISP,
                output reg LED_c,                  
                output reg LED_o);                 
    wire[31:0] s_add;  
    wire[31:0] s_sub;  
    wire[31:0] s_neg;  
    wire cout_add;
    wire cout_sub;
    wire overflow_add;
    wire overflow_sub;
    reg [15:0] res;  
    reg neg;  
    full_adder_32_v2 u_fadder_32_v2(1'b0, {28'b0,a}, {28'b0,b}, s_add, cout_add, overflow_add);
    full_subtractor_32_v2 u_fsub_32_v2({28'b0,a}, {28'b0,b}, s_sub, cout_sub, overflow_sub);
    assign s_neg = -s_sub;
    display_16bto4h #(INTERVAL) u_disp(CLK, res, neg, DISP);
    always @(a, b, add_sub_signal, s_add, s_sub, cout_add, cout_sub, overflow_add, overflow_sub) begin
        neg = 1'b0; 
        res = 16'bx;
        LED_c = 1'b0;
        LED_o = 1'b0;
        res[15:12] = a;
        res[11:8] = b;
        if (add_sub_signal == 0) begin
            res[7:0] = s_add;  
            LED_c = cout_add;
            LED_o = overflow_add;
        end else begin
            if (s_sub[31] == 0) begin
                res[7:0] = s_sub[15:0];
            end else begin
                res[7:0] = s_neg[15:0];
                neg = 1'b1;
            end
            LED_c = cout_sub;
            LED_o = overflow_sub;
        end
    end
endmodule
==> ci_impl_report.md <==
## Implementation flow summary

| Metric | Value |
|---|---|
| CTS buffer count | `5` |
| Reg2Reg Depth | `6` |
| Switch Pwr | `209 uW` |
| Root buffer cell | `clkbuf_8` |
| Vias in the first global route | `1,669` |
| Share of post-route cells with drive strength above 1 | `16.1%` |
| Syn Inst Count | `256` |
| Routability cong. | `0.832` |
| Initial antenna violation count | `0` |
| N_diodes | `0` |
| # fillers | `564` |
| FP Rows | `28` |
| Internal | `717 uW` |
| Proportion of power drawn by combinational gates | `13.6%` |
| Synth-to-Final Area Change | `20.9%` |
| Die Size | `6680 um^2` |
| Post-DR wirelength/cell | `11.9 um` |
| Startpoint class of the critical path | `primary input` |
| Setup TNS | `0 ns` |
| CTS H-tree lvls | `2` |
| Core area | `6030 um^2` |
| Post-synth EDFFs | `14` |
| CTS tree | `built` |
| Post-Syn Area | `2540 um^2` |
| Final routed DRC violation total | `0` |
| MaxCap Viol Count | `0` |
| Critical Path Source | `a[0]` |
| Fp util | `42.2%` |
| Critical path endpoint | `u_disp.DISP[4]$_DFFE_PN_` |
| HP Class | `register to register` |
| Total wire length | `4450 um` |
| DIE HEIGHT | `81.7 um` |
| Metal3 WL | `145 um` |
| CTS sink count | `46` |
| Post-route antenna net violation count | `0` |
| DR top layer | `met4` |
| Total gr overflow | `0` |
| Setup crit end kind | `register` |
| Drt pass-1 iters | `6` |
| Launch point of the worst reg-to-reg path | `u_disp.sel[1]$_SDFFCE_PN0N_` |
| RR Endpoint | `u_disp.DISP[4]$_DFFE_PN_` |
| CTS hold repair buffers | `0` |
| DP HPWL | `3250 um` |
| Wire length on met1 | `2300 um` |
| Count of tool warnings | `34` |
| Register area share after synthesis | `41.7%` |
| Top cell excl fill/tap | `dfxtp_1` |
| Clk pwr share | `35.7%` |
| Netlist cell types | `53` |
| Ys cells | `256` |
| Flop pwr share | `50.7%` |
| Vias | `1,819` |
| CP Data Arrival Time | `4.02 ns` |
| Reg2reg setup slack | `1.84 ns` |
| Yosys warning total | `3` |
| DP Area | `2950 um^2` |
| Latency at later pin | `0.30 ns` |
| Clk_skew | `0.00903 ns` |
| RSZ-0062 raised after global routing | `no` |
| I/O pin total | `24` |
| Final period util | `96.9%` |
| Final min period | `3.97 ns` |
| Switching power share of the total | `22.6%` |
| Die Wd | `81.7 um` |
| All-Layer GR Usage | `15.1%` |
| Number of port buffers | `21` |
| Vias per cell | `4.88` |
| Deepest clock path buffer count | `2` |
| First-pass GRT wire length | `7620 um` |
| Crit path kind | `primary input to register` |
| Avg Inst Size Synth | `9.93 um^2` |
| Finished Cell Area | `3070 um^2` |
| CTS clock-pin slew for the worst setup and hold paths | `0.08 ns` |
| Maximum VDD drop | `349 uV` |
| Leakage | `0.00123 uW` |
| P per Cell Area | `301 nW/um^2` |
| Count of final max-slew check failures | `0` |
| Crit-path max FO | `4` |
| Flops & latches, synth | `46` |
| Top_reg_cell synth | `dfxtp_1` |
| Initial DRC count | `51` |
| Endpoints failing hold | `0` |
| Fraction of registers with async set or reset after synthesis | `0%` |
| WL met2 | `1940 um` |
| Final setup vio count | `0` |
| Yosys Chip Area | `2540 um^2` |
| Most frequent cells in the layout | `32 x dfxtp_1, 26 x nand2_1, 21 x clkdlybuf4s50_1, 20 x nor2_1, 20 x buf_4` |
| Largest net degree at the start of global routing | `24` |
| Status | `finished clean` |
| Fmax | `0.252 GHz` |
| CP required | `4.14 ns` |
-- timing repair --
action | CTS | global route
buffers inserted | 0 | 1
endpoints found under the setup margin | 0 | 3
hold endpoints to repair | 0 | 0
resized | 0 | 2
-- cell families after synthesis --
family / synth area share (%)
AND/OR/NAND/NOR: 22.3
XOR/XNOR: 10.7
other: 0.147
adder cells (fa/ha/maj): 12.1
multiplexers: 1.33
flip-flops: 41.7
AND-OR/OR-AND: 6.74
buffers and inverters: 4.97
-- state kept, by name, summed over array words and instances, names as in the netlist --
| name | flops |
|---|---|
| u_disp.DISP | 12 |
| u_disp.counter | 32 |
| u_disp.sel | 2 |
-- metal layers --
layer  GRT usage, %  vias to the layer above
li1               -                      960
met1           24.4                      823
met2           23.1                       30
met3           2.03                        6
met4           1.58                        0
met5              0                        -
-- final cells by class --
class | instances | area [um^2] | share of cell area [%]
timing repair buffer | 41 | 360 | 11.7
multi-input combinational | 182 | 1370 | 44.6
clock inverter | 3 | 40.0 | 1.30
tap | 75 | 93.8 | 3.05
inverter | 21 | 78.8 | 2.56
sequential | 46 | 1060 | 34.5
clock buffer | 5 | 68.8 | 2.24
-- stage by stage --
stage	utilization, %	setup slack [ns]	power (uW)	hold slack, ns	std cells
global placement	48.9	-0.233	603	0.442	364
finish	51.0	0.127	926	0.462	373
CTS	50.7	0.0447	939	0.463	372
floorplan	-	0.253	552	0.426	257
detailed placement	48.9	-0.270	603	0.450	364
global route	51.0	0.0276	974	0.493	373
-- worst min-delay path by stage --
stage,from,cells past startpoint,endpoint
4_1_cts,u_disp.counter[31]$_SDFF_PN0_,1,u_disp.counter[31]$_SDFF_PN0_
5_1_grt,u_disp.counter[31]$_SDFF_PN0_,1,u_disp.counter[31]$_SDFF_PN0_
6_report,u_disp.counter[31]$_SDFF_PN0_,1,u_disp.counter[31]$_SDFF_PN0_
-- Yosys cell counts, drive strengths merged (3+ instances only) --
master	n	area share, %
nand2	26	3.8
nor4	4	1.6
inv	21	3.1
nor2	23	3.7
nand3	10	2.0
buf	6	1.6
nand4	15	3.9
xor2	13	4.5
ha	15	7.4
edfxtp	14	17
fa	6	4.7
o21ai	7	1.4
nor2b	3	0.74
nor3	3	0.98
and3	5	1.4
dfxtp	32	25
or2	3	0.84
xnor2	18	6.2
o221ai	3	1.0
-- power groups by stage --
stage | Clock [uW] | Combinational (uW) | Sequential (uW)
5_1_grt | 361 | 144 | 469
6_report | 331 | 126 | 469
4_1_cts | 345 | 125 | 469
-- worst max-delay path, stage by stage --
cell and delay [ns]:
clkdlybuf4s50_1 0.47, inv_1 0.04, ha_1 0.20, fa_1 0.41, fa_1 0.40, fa_1 0.49, inv_1 0.06, o2111ai_2 0.19
o221ai_2 0.16, ha_1 0.32, mux4_2 0.45
Power is estimated from default activity; no workload was simulated.
